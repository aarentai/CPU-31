--- flow/run.sh ---
#!/bin/bash
# OpenROAD 26Q1-2900-gdf79404cd8, Yosys 0.63+post, stock flow scripts
make -C /OpenROAD-flow-scripts/flow DESIGN_CONFIG=/design/flow/config.mk WORK_HOME=/design/flow/orfs finish
--- flow/config.mk ---
export PLATFORM = sky130hd
export DESIGN_NAME = selector41
export DESIGN_NICKNAME = selector41
export VERILOG_FILES = /design/flow/design.v
export SDC_FILE = /design/flow/constraint.sdc
export NUM_CORES = 4
export LEC_CHECK = 1
export CORE_AREA = 10 10 408 408
export DIE_AREA = 0 0 418 418
--- flow/constraint.sdc ---
current_design selector41

set clk_period 19.3
set clk_io_pct 0.2

create_clock -name clk0 -period $clk_period

set non_clock_inputs [all_inputs -no_clocks]
set_input_delay [expr $clk_period * $clk_io_pct] -clock clk0 $non_clock_inputs
set_output_delay [expr $clk_period * $clk_io_pct] -clock clk0 [all_outputs]
--- flow/design.v ---
`timescale 1ns / 1ps
module selector41(
input  [31:0]S0,
input  [31:0]S1,
input  [31:0]S2,
input  [31:0]S3,
input  [31:0]S4,
input  [31:0]S5,
input  [31:0]S6,
input  [31:0]S7,
input  [31:0]S8,
input  [31:0]S9,
input  [31:0]S10,
input  [31:0]S11,
input  [31:0]S12,
input  [31:0]S13,
input  [31:0]S14,
input  [31:0]S15,
input  [31:0]S16,
input  [31:0]S17,
input  [31:0]S18,
input  [31:0]S19,
input  [31:0]S20,
input  [31:0]S21,
input  [31:0]S22,
input  [31:0]S23,
input  [31:0]S24,
input  [31:0]S25,
input  [31:0]S26,
input  [31:0]S27,
input  [31:0]S28,
input  [31:0]S29,
input  [31:0]S30,
input  [31:0]S31,
input [4:0] C,
output reg [31:0] D
);
always @(C or S1 or S0 or S3 or S2)
begin
    case(C)
    5'b00000:D[31:0]=S0[31:0];
               5'b00001:D[31:0]=S1[31:0];
               5'b00010:D[31:0]=S2[31:0];
               5'b00011:D[31:0]=S3[31:0];
               5'b00100:D[31:0]=S4[31:0];
               5'b00101:D[31:0]=S5[31:0];
               5'b00110:D[31:0]=S6[31:0]; 
               5'b00111:D[31:0]=S7[31:0];
               5'b01000:D[31:0]=S8[31:0];
               5'b01001:D[31:0]=S9[31:0];
               5'b01010:D[31:0]=S10[31:0];
               5'b01011:D[31:0]=S11[31:0];
               5'b01100:D[31:0]=S12[31:0];
               5'b01101:D[31:0]=S13[31:0];
               5'b01110:D[31:0]=S14[31:0];
               5'b01111:D[31:0]=S15[31:0];
               5'b10000:D[31:0]=S16[31:0];
               5'b10001:D[31:0]=S17[31:0];
               5'b10010:D[31:0]=S18[31:0];
               5'b10011:D[31:0]=S19[31:0];
               5'b10100:D[31:0]=S20[31:0];
               5'b10101:D[31:0]=S21[31:0];
               5'b10110:D[31:0]=S22[31:0]; 
               5'b10111:D[31:0]=S23[31:0];
               5'b11000:D[31:0]=S24[31:0];
               5'b11001:D[31:0]=S25[31:0];
               5'b11010:D[31:0]=S26[31:0];
               5'b11011:D[31:0]=S27[31:0];
               5'b11100:D[31:0]=S28[31:0];
               5'b11101:D[31:0]=S29[31:0];
               5'b11110:D[31:0]=S30[31:0];
               5'b11111:D[31:0]=S31[31:0];
    endcase
end
endmodule
==> flow_metrics.py <==
# Flow results
metrics = {
    "status": {
        "status": "completed",
    },
    "worst_hold_path": {
        "hp-start": "S0[6]",
        "hp-class": "primary input to output port",
        "min_delay_path_depth": 3,
        "min_to": "D[6]",
    },
    "cells_and_area": {
        "post-route-util": 0.1337,
        "num-fill-cells": 18176,
        "clkbuf_count": 0,
        "drive_gt1_frac": 0.04476,
        "syn_to_final_growth_pct": 165.0,
        "final_layout_top_logic_cells": "clkdlybuf4s50_1, nand3_1, nand4_1",
        "nFlopsAndLatches": 0,
        "flop_area_um2": 0,
        "comb_area_um2": 7172,
        "lay_top_count": "clkdlybuf4s50_1",
    },
    "worst_setup_path": {
        "worst-path-max-fanout": 61,
        "crit_required_ps": 15440,
        "end_kind": "output port",
        "start_kind": "primary input",
        "cp.arrival_ps": 8550,
        "critPathKind": "primary input to output port",
    },
    "floorplan": {
        "ios": 1061,
        "chipArea_um2": 174700,
        "die_x_um": 418,
        "core-area_um2": 157800,
        "chipHeight_um": 418,
        "rows": 146,
        "fp_util": 0.05043,
    },
    "final_timing": {
        "setup_tns_ps": 0,
        "relSlewSlack": 0.1272,
        "setup_viol": 0,
        "min_period_ps": 12410,
        "fmax_ghz": 0.08056,
        "tightestPinTransition_ps": 1297,
        "period_used_share": 0.6431,
        "rsz0062_at_grt": "no",
        "maxSlewViolCount": 0,
        "holdWs_ps": 8685,
        "hold_viol": 0,
    },
    "yosys": {
        "synthCells": 1354,
        "seq_area_frac_synth": 0,
        "synth_warnings": 1,
        "synth_cell_types": 36,
        "synth_stat.cells": 1354,
        "synth_area_um2": 7960,
        "yosysChipArea_um2": 7960,
        "syn_avg_cell_area_um2": 5.879,
    },
    "pwr": {
        "ir_drop_v": 0.000006498,
        "p_leak_nw": 7.017,
        "powerDensity_nw_per_um2": 21.33,
    },
    "global_routing": {
        "grt_pass1_vias": 18266,
        "antenna_found_initial": 286,
        "grt_start_max_net_pins": 70,
        "grt_usage": 0.2142,
        "grt_pass1_wl_um": 235200,
        "grt_overflow_total": 0,
    },
    "placed_design": {
        "post-dp-hpwl_um": 174800,
        "io_buffers": 1061,
        "globalplace.congestion": 1.000,
    },
    "routing": {
        "drt-vias-per-instance": 4.237,
        "post-route-drc-count": 0,
        "routed_wl_um": 195000,
        "postRouteAntennaNets": 0,
        "num_vias": 18826,
        "wl_per_cell_um": 43.88,
        "dr.first_iter.drc_count": 1961,
        "first_pass_iters": 8,
    },
    "clock_network": {
        "cts_resized": 0,
        "postCtsSetupBuffers": 0,
        "holdBufCountCts": 0,
    },
    "job": {
        "maxCapViolCount": 0,
        "warnings": 32,
    },
}
==> stage by stage <==
stage	instance area, um^2	worst slack (ps)	total power, mW	cells
2_1_floorplan	7960	9954	0.08430	1354
3_3_place_gp	20870	6969	0.4528	4351
3_5_place_dp	20870	6931	0.4509	4351
4_1_cts	20870	6931	0.4541	4351
5_1_grt	21020	6818	0.4658	4413
6_report	21100	6887	0.4500	4443
==> kinds of logic after synthesis <==
| logic type | share of synthesized area |
|---|---|
| AND-OR/OR-AND | 0.2620 |
| buffers and inverters | 0.1089 |
| multiplexers | 0.01698 |
| AND/OR/NAND/NOR | 0.6121 |
==> report_power, final <==
part           switching (mW)  leakage [nW]  internal, mW   total (mW)
clock network               0      0.000557   0.000000619  0.000000620
logic                   0.205          7.02         0.245        0.450
registers                   0             0             0            0
==> worst max-delay path, cell delays in order <==
cell             delay, ps
clkdlybuf4s50_1        690
nor2b_4                610
buf_4                  630
buf_4                  770
nand3_1                390
nand4_1                440
or4_1                  380
o32a_1                 200
clkdlybuf4s50_1        480
==> worst max path at each step <==
stage	from	to	slack, ps	depth (start not counted)
after CTS	C[3]	D[18]	6930	9
after global routing	C[3]	D[18]	6820	9
final	C[3]	D[18]	6890	9
==> routing by layer <==
| metal | share of wire | routed length (um) | global-route usage | up-vias |
|---|---|---|---|---|
| li1 | - | - | - | 7519 |
| met1 | 0.34 | 65890 | 0.2253 | 9084 |
| met2 | 0.48 | 93960 | 0.3524 | 1476 |
| met3 | 0.11 | 22200 | 0.1003 | 551 |
| met4 | 0.060 | 11620 | 0.1170 | 196 |
| met5 | 0.0067 | 1304 | 0 | - |
==> cell usage after synthesis, drive strengths merged <==
cell | number | area (um^2)
a22o | 1 | 8.760
and2 | 12 | 77.58
or4 | 32 | 240.2
nor4b | 1 | 8.760
a32o | 4 | 40.04
nand4 | 153 | 957.2
and3 | 122 | 763.2
nand2 | 3 | 11.26
mux2 | 12 | 135.1
nor3 | 3 | 15.01
o211ai | 4 | 30.03
a22oi | 83 | 623.1
a21oi | 5 | 25.02
nor3b | 3 | 22.52
a2111oi | 32 | 280.3
o31ai | 1 | 7.510
and4b | 1 | 10.01
and3b | 3 | 26.28
clkbuf | 125 | 469.2
a32oi | 70 | 613.1
nor2 | 6 | 22.52
nor2b | 2 | 12.51
inv | 1 | 3.750
nor4 | 2 | 12.51
a31oi | 2 | 12.51
nand2b | 1 | 6.260
o32a | 31 | 310.3
nand3 | 535 | 2678
buf | 76 | 394.1
o21ai | 27 | 135.1
nand4b | 1 | 8.760
==> area by class of cell <==
type | instances | area share
well taps | 2072 | 0.1229
inverters | 1 | 0.0001779
multi-input cells | 1152 | 0.3400
repair buffers | 1126 | 0.5261
diodes | 92 | 0.01091
Power figures rest on the tool's default switching activity, not on a simulated workload.
